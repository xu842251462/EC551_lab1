File: design/flow/run.sh
#!/bin/bash
# OpenROAD 26Q1-2900-gdf79404cd8, Yosys 0.63+post, stock flow scripts
make -C /OpenROAD-flow-scripts/flow DESIGN_CONFIG=/design/flow/config.mk WORK_HOME=/design/flow/orfs finish
File: design/flow/config.mk
export PLATFORM = sky130hd
export DESIGN_NAME = Alu
export DESIGN_NICKNAME = Alu
export VERILOG_FILES = /design/flow/design.v
export SDC_FILE = /design/flow/constraint.sdc
export NUM_CORES = 4
export LEC_CHECK = 1
export CORE_UTILIZATION = 30
File: design/flow/constraint.sdc
current_design Alu

set clk_period 96.5
set clk_io_pct 0.2

create_clock -name clk0 -period $clk_period

set non_clock_inputs [all_inputs -no_clocks]
set_input_delay [expr $clk_period * $clk_io_pct] -clock clk0 $non_clock_inputs
set_output_delay [expr $clk_period * $clk_io_pct] -clock clk0 [all_outputs]
File: design/flow/design.v
`timescale 1ns / 1ns
module Alu(
	input wire [15:0] a_data,
	input wire [15:0] b_data,
	input wire [ 3:0] alu_op,
	output reg [15:0] out,
	input wire clk,
	input wire rst
);
	wire signed [15:0] signed_a;
	wire signed [15:0] signed_b;
	assign signed_a = a_data;
	assign signed_b = b_data;
	always @(*) begin
		#1;
		case (alu_op)
			4'b0000:   out = 0;
			4'b0001:   out = a_data + b_data;
			4'b0010:   out = a_data - b_data;
			4'b0011:   out = a_data + 1;
			4'b0100:   out = a_data ^ b_data;
			4'b0101:   out = a_data > b_data ? 16'b1 : 16'b0;
			4'b0110:  out = signed_a + signed_b;
			4'b0111:  out = signed_a - signed_b;
			4'b1000: out = signed_a * signed_b;
			4'b1001:  out = signed_a / signed_b;
			4'b1010:     out = a_data;
			4'b1011:     out = b_data;
			default:   out = 16'b0;
		endcase
	end
endmodule
==> ci_impl_report.md <==
## PnR job results

| Metric | Value |
|---|---|
| CP Class | `in -> out` |
| Distinct lib cells | `99` |
| Clock buffers | `0` |
| Die Size | `52,580 µm²` |
| Width of the chip | `229.3 µm` |
| I/O Buffers | `52` |
| Crit path launch type | `primary input` |
| Global-route wire length before repair | `86,420 µm` |
| DRC Markers | `0` |
| Core Area | `50,580 µm²` |
| Gpl congestion | `1.020` |
| # Max-Cap Violations | `0` |
| FFs & Latches | `0` |
| Fmax | `13.02 MHz` |
| Vias/cell | `5.646` |
| Diodes inserted | `0` |
| Post-layout util | `33.33%` |
| Slew @ Worst Pin | `0.9021 ns` |
| Mapped Cells | `2,166` |
| Die Ht | `229.3 µm` |
| Via count | `16.05k` |
| Placed inst area | `16,860 µm²` |
| Final WL | `54,650 µm` |
| Critical path's slowest cell | `nor3_1` |
| Hold path depth | `5` |
| Leakage | `0.007565 µW` |
| Crit path capture type | `output pin` |
| Hold EP | `out[15]` |
| Final period utilization | `79.57%` |
| RSZ-0062 raised after global routing | `no` |
| Register area | `0 µm²` |
| # setup viols final | `0` |
| Worst Min Path Start | `alu_op[1]` |
| Fillers | `5,259` |
| Synthesized area | `15,500 µm²` |
| Fa+ha+maj area frac | `30.77%` |
| Detailed Route Iter0 Violations | `1,402` |
| Log Warnings | `52` |
| Max Transition Viols Final | `0` |
| Post-Synth Simple-Gate Area | `23.29%` |
| Fin Setup TNS | `0 ns` |
| Ao+oa area frac | `25.67%` |
| Largest net degree at the start of global routing | `31` |
| Setup repair bufs after CTS | `0` |
| Hold buffer count at cts | `0` |
| Layout cells sized above 1 | `6.037%` |
| FP Util | `30.65%` |
| Power after layout | `277.7 µW` |
| Drt first pass iters | `8` |
| Area fraction in mux cells | `3.309%` |
| Yosys stat cell total | `2,166` |
| Mapped Avg Cell Area | `7.157 µm²` |
| Critical Path AT | `57.48 ns` |
| Most used cell, CP | `ha_1` |
| Crit path DRT | `77.20 ns` |
| Post-DRT Antenna Nets | `0` |
| Layout area overhead | `8.742%` |
| Rows | `82` |
| Status | `finished, final reports clean` |
| Slowest stage delay, CP | `0.77 ns` |
| Initial antenna violation count | `0` |
| Power density over cell area | `16.47 nW/µm²` |
| GRT Residual Overflow | `0` |
| Worst-path fanout max | `29` |
| Tot GR Track Use | `21.16%` |
| Xor/xnor cell area share of the yosys netlist | `9.436%` |
| Comb area leader | `adder cells` |
| # resized after CTS | `0` |
| Worst Hold Class | `in -> out` |
| YS warnings | `1` |
| Tmin final | `76.78 ns` |
| I/O pin count | `54` |
| Final number of hold-violating endpoints | `0` |
| Relative slew slack | `39.64%` |
| DR WL/cell | `19.23 µm` |
| Number of global-route vias before repair | `15.10k` |
| Seq share, synth | `0%` |
| Worst VDD drop | `0.00001978 V` |
| Yosys Chip Area | `15,500 µm²` |
| DP HPWL | `42,740 µm` |
| Finished Cell Area | `16,860 µm²` |
## stage by stage
stage	worst slack (ns)	cells	hold slack, ns
finish	19.72	2842	40.00
global route	16.84	2842	40.06
CTS	20.09	2842	39.99
detailed placement	20.27	2842	39.99
global placement	20.49	2842	39.98
floorplan	26.95	2166	38.78
## cells in the mapped netlist, types with 17 or more instances
library cell	number	area, µm²
xnor2_1	122	1069
a31oi_1	20	125.1
nor2_1	180	675.7
o31ai_1	19	142.6
and2_1	64	400.4
o21ai_0	111	555.5
clkbuf_1	82	307.8
fa_1	82	1642
nand2b_1	23	143.9
xor2_1	45	394.1
a21o_1	48	360.4
a21oi_1	138	690.7
ha_1	250	3128
inv_1	197	739.5
nor3_1	66	330.3
nor2b_1	31	193.9
mux2_2	30	337.8
o21bai_1	17	127.6
nand3_1	46	230.2
o21a_1	38	285.3
or3_1	20	125.1
nand2_1	216	810.8
a211oi_1	18	135.1
## power by group
group	switching [µW]	total, µW	internal (µW)
clock network	0	0	0
logic	159	278	119
registers	0	0	0
## routing by layer
layer | track usage (%) | up-vias | wire, µm
li1 | - | 7762 | -
met3 | 3.472 | 62 | 4265
met4 | 3.771 | 0 | 1111
met2 | 33.44 | 675 | 24070
met1 | 30.74 | 7546 | 25200
met5 | 0 | - | 0
## worst max-delay path, delay by kind of cell
kind | cells | cell delay (ns)
simple gates | 35 | 8.48
fa+ha+maj | 17 | 5.21
xor+xnor | 1 | 0.18
buf+inv | 12 | 3.19
mux | 3 | 1.20
compound gates | 72 | 19.82
## area by class of cell
cell class	instances	area (µm²)	share of cell area [%]
Multi-Input combinational cell	1867	14360	85.20
Timing Repair Buffer	103	903.4	5.359
Tap cell	672	840.8	4.988
Inverter	200	750.7	4.454
## layout by cell type, fill, tap and decap left out, types with 11 or more instances in the layout
| cell | count |
|---|---|
| ha_1 | 250 |
| nand2_1 | 216 |
| inv_1 | 197 |
| nor2_1 | 180 |
| a21oi_1 | 138 |
| xnor2_1 | 119 |
| o21ai_0 | 110 |
| fa_1 | 82 |
| nor3_1 | 66 |
| and2_1 | 64 |
| clkdlybuf4s50_1 | 52 |
| buf_4 | 51 |
| a21o_1 | 48 |
| nand3_1 | 46 |
| xor2_1 | 45 |
| o21a_1 | 38 |
| nor2b_1 | 31 |
| mux2_2 | 30 |
| nand2b_1 | 23 |
| or3_1 | 20 |
| a31oi_1 | 20 |
| o31ai_1 | 19 |
| a211oi_1 | 18 |
| o21bai_1 | 17 |
| nand4_1 | 16 |
| o211ai_1 | 16 |
| nor4_1 | 15 |
| mux2i_1 | 15 |
| and3_1 | 13 |
| or2_2 | 11 |
| a41oi_1 | 11 |
| a221oi_1 | 11 |
| o22ai_1 | 11 |
## kinds of logic (layout without fill, tap and decap cells)
kind of cell / Yosys count / count (layout)
fa+ha+maj: 332 / 332
xor+xnor: 167 / 167
mux: 47 / 47
simple gates: 737 / 737
buf+inv: 299 / 303
compound gates: 584 / 584
## how the worst max path moves through the flow
stage / from / slack [ns] / cells past startpoint / end
final: b_data[1] / 19.72 / 140 / out[10]
after global routing: b_data[1] / 16.84 / 141 / out[10]
after CTS: b_data[1] / 20.09 / 141 / out[10]
Power figures rest on the tool's default switching activity, not on a simulated workload.
