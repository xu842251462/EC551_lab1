==> flow/design.v <==
`timescale 1ns / 1ns
module Regfile(
	output reg  [ 15:0] a_data,
	input  wire [  2:0] a_sel,
	output reg  [ 15:0] b_data,
	input  wire [  2:0] b_sel,
	input  wire [ 15:0] w_data,
	input  wire [  2:0] w_sel,
	input  wire 	    w_en,
	input  wire [ 15:0] r6,
	output wire [111:0] regexpose,
	input clk,
	input rst
);
	reg [15:0] registers[5:0];
	assign regexpose = {registers[0], registers[1], registers[2], registers[3], registers[4], registers[5], r6};
	always @(*) begin
		#1;
		if (a_sel <= 5) begin
			a_data = registers[a_sel];
		end else if (a_sel == 6) begin
			a_data = r6;
		end else begin
			a_data = 0;
		end
		if (b_sel <= 5) begin
			b_data = registers[b_sel];
		end else if (b_sel == 6) begin
			b_data = r6;
		end else begin
			b_data = 0;
		end
	end
	integer ii;
	always @(posedge clk) begin
		if (rst) begin
			for (ii=0; ii<6; ii=ii+1) begin
				registers[ii] <= 0;
			end
		end else if (w_en) begin
			if (w_sel <= 5) begin
				registers[w_sel] <= w_data;
			end 
		end
	end
endmodule
==> flow/run.sh <==
#!/bin/bash
# OpenROAD 26Q1-2900-gdf79404cd8, Yosys 0.63+post, stock flow scripts
make -C /OpenROAD-flow-scripts/flow DESIGN_CONFIG=/design/flow/config.mk WORK_HOME=/design/flow/orfs finish
==> flow/config.mk <==
export PLATFORM = sky130hd
export DESIGN_NAME = Regfile
export DESIGN_NICKNAME = Regfile
export VERILOG_FILES = /design/flow/design.v
export SDC_FILE = /design/flow/constraint.sdc
export NUM_CORES = 4
export LEC_CHECK = 1
export CORE_UTILIZATION = 40
==> flow/constraint.sdc <==
current_design Regfile

set clk_period 6.3
set clk_io_pct 0.2

create_clock -name clk0 -period $clk_period [get_ports {clk}]

set non_clock_inputs [all_inputs -no_clocks]
set_input_delay [expr $clk_period * $clk_io_pct] -clock clk0 $non_clock_inputs
set_output_delay [expr $clk_period * $clk_io_pct] -clock clk0 [all_outputs]
==> results.ini <==
[die]
fp_util=0.414
pin_count=188
die_y_um=122
core-area_sq_um=14000
die_area_sq_um=15000
rows=43
die_w_um=122

[final_timing]
worstMarginPinSlew_ns=0.980
finalSetupTns_ns=0
min_period_ns=4.91
setup_viol=0
finalClockPeriodUsage=0.779
max_freq_mhz=204
grt_setup_unrepaired=false
timing.hold.ws_ns=1.66
slew_viol_final=0
slew_headroom=0.347
finalHoldViolCount=0

[placed_design]
placed_area_sq_um=7650
dp_hpwl_mm=13.2
port_buffers=187
gp_congestion=0.895

[layout]
area_growth_pct=36.6
largestRegisters=registers: 96 flops
final_area_sq_um=7910
largest_register_ffs=96
regMostFlops=registers
drive_gt1_frac=0.137

[synthesis]
yosysWarnings=1
ys_cells=477
ys_ff=96
synth_seq_share=0.498
synth_cell_type_count=22
avgSynthCellArea_sq_um=12.1
ys_area_sq_um=5790
synthCells=477
synth_area_sq_um=5790

[cts]
cts_buffers=9
cts_resized=0
cts_setup_buffers=0
htree_levels=3
cts-root-buf=clkbuf_16
cts.sinks=96
ctsHoldBuffers=0
clkSlewWorstSetupHoldPaths_ns=0.06
cts_buffer_depth=2
cts_tree=built

[drt]
vias=4540
final_antenna_net_count=0
viasPerCell=5.48
drc=0
wl_per_cell_um=22.9
drt_first_iter_violations=256
drt_wl_total_mm=19.0
diodes=0
dr.pass1.iters=5

[job]
drv_cap=0
warning_count=25

[critical_path]
start_kind=input pin
cp-end-kind=output port
critical_path_class=input pin to output port
path_max_fanout=16
crit_arrival_ns=3.65
required_ns=5.04

[global_routing]
first_global_vias=4643
grt_overflow=0
grt_start_max_net_pins=28
grt_antenna_before_repair=0
grt_pass1_wl_mm=27.7
grt_usage=0.273

[power]
leakage_nw=3.14
ir_worst_vdd_mv=0.114
p_per_area_nw_per_um2=206

[status]
status=finished clean

[worst_hold_path]
min_path_type=input pin to flop
hold_depth=3

==> cells by family after synthesis <==
group | count (synthesis) | share of synthesized area
AOI/OAI and AO/OA | 66 | 0.136
buffers and inverters | 105 | 0.104
DFF | 96 | 0.498
muxes | 96 | 0.166
and+or+nand+nor | 114 | 0.0964
==> per-layer routing <==
layer	wire, um	share of wire	GRT usage
met1	7720	0.41	0.394
met3	1750	0.092	0.104
met2	9220	0.49	0.420
met4	313	0.016	0.0404
met5	0	0	0
==> path summary, 6_finish.rpt <==
| kind | slack [ns] | from | endpoint |
|---|---|---|---|
| max | 1.39 | a_sel[0] | a_data[4] |
| min | 1.66 | w_data[6] | registers[5][6] |
==> cell usage after synthesis (all sizes together) <==
master	n	area (sq um)
edfxtp	96	2880
mux2i	96	961
nor2	82	308
inv	50	188
buf	48	388
a221oi	32	405
o221a	32	360
nand3	20	150
clkbuf	7	27.5
nand2b	6	52.6
nor2b	3	18.8
a41o	2	20.0
nand2	1	3.75
nor3b	1	18.8
or2	1	6.26
==> metrics by stage <==
stage | utilization | instances | setup WS [ns] | total power [mW]
after floorplan | - | 477 | 2.94 | 0.936
after global routing | 0.566 | 829 | 1.25 | 1.70
final | 0.566 | 829 | 1.39 | 1.63
after global placement | 0.547 | 813 | 1.44 | 1.15
after detailed placement | 0.547 | 813 | 1.42 | 1.16
after CTS | 0.566 | 829 | 1.39 | 1.64
==> power breakdown <==
| group | switching (mW) | internal [mW] |
|---|---|---|
| Combinational | 0.145 | 0.210 |
| Clock | 0.223 | 0.264 |
| Sequential | 0.0378 | 0.747 |
==> cells in the final DEF (no fill, tap or decap), types with 9 or more instances in the layout <==
| master | Yosys | routed |
|---|---|---|
| o221a_2 | 12 | 12 |
| nand3_1 | 10 | 10 |
| clkbuf_16 | 0 | 9 |
| a221oi_1 | 12 | 12 |
| inv_1 | 50 | 50 |
| o221a_1 | 20 | 20 |
| edfxtp_1 | 96 | 96 |
| nand3_2 | 10 | 10 |
| clkdlybuf4s50_1 | 0 | 185 |
| a221oi_2 | 20 | 20 |
| buf_4 | 19 | 24 |
| nor2_1 | 82 | 80 |
| mux2i_1 | 96 | 96 |
==> area by class of cell <==
| class | instances | area [sq um] |
|---|---|---|
| clock buffer | 11 | 233 |
| clock inverter | 5 | 23.8 |
| fill | 1185 | 6080 |
| inverter | 50 | 188 |
| multi-input combinational | 276 | 2320 |
| sequential | 96 | 2880 |
| tap | 180 | 225 |
| timing repair buffer | 211 | 2040 |
==> worst max-delay path, stage by stage <==
cell and delay (ns):
clkdlybuf4s50_1 0.70, buf_4 0.29, nand2b_4 0.18, o221a_2 0.31, a221oi_1 0.36, clkdlybuf4s50_1 0.54
No activity file was given, so power comes from the tool's default toggle rates.
